## design.v

```verilog
`timescale 1ns / 1ps
module UART #(
    clk_freq = 100000000,        
    baud_rate = 9600,            
    oversampling = 8             
) (
    input clk,                   
    input reset,                 
    input uart_rx,               
    output reg uart_tx,          
    input [7:0] tx_data,         
    input tx_begin,              
    output reg [7:0] rx_data,    
    output reg rx_ready,         
    output wire tx_busy,         
    output wire rx_busy,         
    output reg rx_error          
);
localparam baud_time = clk_freq/baud_rate;  
localparam sample_time = baud_time/(oversampling + 1);  
localparam [2:0]  
    RXST_IDLE = 3'd0,
    RXST_START_BIT = 3'd1,
    RXST_SAMPLE_BITS = 3'd2,
    RXST_STOP_BIT = 3'd3,
    RXST_PROC_BITS = 3'd4,
    RXST_ERROR = 3'd5,
    RXST_COMPLETE = 3'd6;
localparam [2:0]  
    TXST_IDLE = 3'd0,
    TXST_START_BIT = 3'd1,
    TXST_SEND_BITS = 3'd2,
    TXST_STOP_BIT = 3'd3,
    TXST_COMPLETE = 3'd4,
    TXST_WAIT = 3'd5;
reg [2:0] rx_state = RXST_IDLE;  
reg [2:0] rx_bit = 0;  
reg [$clog2(oversampling+1)-1:0] bit_samples [7:0];  
reg [$clog2(oversampling+1)-1:0] bit_sample_number = 0;  
reg [$clog2(baud_time):0] rx_cnt = 0;  
reg [2:0] tx_state = TXST_IDLE;  
reg [7:0] tx_data_shadow = 0;  
reg [2:0] tx_bit = 0;  
reg [$clog2(baud_time):0] tx_cnt = 0;  
assign rx_busy = (rx_state != RXST_IDLE);  
assign tx_busy = (tx_state != TXST_IDLE) && (tx_state != TXST_WAIT);  
always @(posedge clk) begin
    if (reset) begin
        rx_state <= RXST_IDLE;  
        rx_bit <= 0;  
        bit_samples[0] <= 0;
        bit_samples[1] <= 0;
        bit_samples[2] <= 0;
        bit_samples[3] <= 0;
        bit_samples[4] <= 0;
        bit_samples[5] <= 0;
        bit_samples[6] <= 0;
        bit_samples[7] <= 0;
        bit_sample_number <= 0;  
        rx_cnt <= 0;  
        tx_state <= TXST_IDLE;  
        tx_data_shadow <= 0;  
        tx_bit <= 0;  
        tx_cnt <= 0;  
        rx_data <= 0;  
        rx_ready <= 0;  
        rx_error <= 0;  
        uart_tx <= 1'b1;  
    end else begin  
        if (rx_cnt) rx_cnt <= rx_cnt - 1;  
        if (tx_cnt) tx_cnt <= tx_cnt - 1;  
        case (rx_state)
            RXST_IDLE: begin  
                if (!uart_rx) begin
                    rx_state <= RXST_START_BIT;  
                    bit_samples[0] <= 0;
                    bit_samples[1] <= 0;
                    bit_samples[2] <= 0;
                    bit_samples[3] <= 0;
                    bit_samples[4] <= 0;
                    bit_samples[5] <= 0;
                    bit_samples[6] <= 0;
                    bit_samples[7] <= 0;
                    rx_cnt <= baud_time/2;  
                end
            end
            RXST_START_BIT: begin  
                if (!rx_cnt) begin  
                    if (!uart_rx) begin
                        rx_state <= RXST_SAMPLE_BITS;  
                        rx_cnt <= baud_time/2 + sample_time;  
                    end else begin
                        rx_state <= RXST_ERROR;  
                        rx_cnt <= baud_time*2;  
                    end
                end
            end
            RXST_SAMPLE_BITS: begin  
                if (!rx_cnt) begin  
                    bit_samples[rx_bit] <= (uart_rx)? bit_samples[rx_bit]+1:bit_samples[rx_bit];  
                    if (bit_sample_number >= oversampling - 1) begin  
                        bit_sample_number <= 0;  
                        if (rx_bit == 7) begin
                            rx_bit <= 0;  
                            rx_state <= RXST_STOP_BIT;  
                            rx_cnt <= baud_time/2 + sample_time;  
                        end else begin
                            rx_bit <= rx_bit + 1;  
                            rx_cnt <= sample_time*2;  
                        end
                    end else begin
                        bit_sample_number <= bit_sample_number + 1;  
                        rx_cnt <= sample_time;  
                    end
                end
            end
            RXST_STOP_BIT: begin  
                if (!rx_cnt) begin  
                    if (uart_rx) begin
                        rx_state <= RXST_PROC_BITS;  
                    end else begin
                        rx_state <= RXST_ERROR;  
                        rx_cnt <= baud_time*2;  
                    end
                end
            end
            RXST_PROC_BITS: begin  
                rx_ready <= 1'b0;  
                rx_data <= {(bit_samples[rx_bit] > oversampling/2)? 1'b1:1'b0, rx_data[7:1]};  
                if (rx_bit < 7) begin  
                    rx_bit <= rx_bit + 1;  
                end else begin
                    rx_bit <= 0;  
                    rx_state <= RXST_COMPLETE;  
                end
            end
            RXST_ERROR: begin  
                rx_ready <= 1'b0;  
                rx_error <= (rx_cnt)? 1'b1:1'b0;  
                rx_state <= (rx_cnt)? RXST_ERROR:RXST_IDLE;  
            end
            RXST_COMPLETE: begin  
                rx_ready <= 1'b1;  
                rx_state <= RXST_IDLE;  
            end
        endcase
        case (tx_state)
        TXST_IDLE: begin  
            uart_tx <= 1'b1;  
            if (tx_begin) begin
                tx_data_shadow <= tx_data;  
                tx_state <= TXST_START_BIT;  
                tx_bit <= 0;  
            end
        end
        TXST_START_BIT: begin  
            uart_tx <= 1'b0;  
            tx_cnt <= baud_time;  
            tx_state <= TXST_SEND_BITS;  
        end
        TXST_SEND_BITS: begin  
            if (!tx_cnt) begin  
                uart_tx <= tx_data_shadow[0];  
                tx_data_shadow <= {1'b0, tx_data_shadow[7:1]};  
                tx_cnt <= baud_time;  
                if (tx_bit < 7) begin
                    tx_bit <= tx_bit+1;  
                end else begin
                    tx_bit <= 0;  
                    tx_state <= TXST_STOP_BIT;  
                end
            end
        end
        TXST_STOP_BIT: begin  
            if (!tx_cnt) begin  
                uart_tx <= 1'b1;  
                tx_cnt <= 2*baud_time;  
                tx_state <= TXST_COMPLETE;  
            end
        end
        TXST_COMPLETE: begin  
            if (!tx_cnt) begin  
                tx_state <= TXST_WAIT;  
            end
        end
        TXST_WAIT: begin  
            tx_state <= (tx_begin)? TXST_WAIT:TXST_IDLE;  
        end
        endcase
    end
end
endmodule
```

## run.sh

```bash
#!/bin/bash
# OpenROAD 26Q1-2900-gdf79404cd8, Yosys 0.63+post, stock flow scripts
make -C /OpenROAD-flow-scripts/flow DESIGN_CONFIG=/design/flow/config.mk WORK_HOME=/design/flow/orfs finish
```

## config.mk

```make
export PLATFORM = sky130hd
export DESIGN_NAME = UART
export DESIGN_NICKNAME = UART
export VERILOG_FILES = /design/flow/design.v
export SDC_FILE = /design/flow/constraint.sdc
export NUM_CORES = 4
export LEC_CHECK = 1
export CORE_UTILIZATION = 30
```

## constraint.sdc

```tcl
current_design UART

set clk_period 5.9
set clk_io_pct 0.2

create_clock -name clk0 -period $clk_period [get_ports {clk}]

set non_clock_inputs [all_inputs -no_clocks]
set_input_delay [expr $clk_period * $clk_io_pct] -clock clk0 $non_clock_inputs
set_output_delay [expr $clk_period * $clk_io_pct] -clock clk0 [all_outputs]
```

==> metrics.log <==
[metrics] run summary
INFO  metric run_status = complete, no violations
INFO  metric drive_gt1_share = 7.353%
INFO  metric hold_class = register to register
INFO  metric grt_max_degree = 36
INFO  metric ys_async_sr_fraction = 0%
INFO  metric tool_warnings = 28
INFO  metric detail_route.iter0.violations = about 360
INFO  metric synthFlopType = sky130_fd_sc_hd__dfxtp_1
INFO  metric layout_top_cell = sky130_fd_sc_hd__nor2_1
INFO  metric final_max_slew_viol_count = 0
INFO  metric netlist_area = 5226 sq um
INFO  metric vias = roughly 4400
INFO  metric clk_pin_slew = 0.06 ns
INFO  metric port_buffers = 24
INFO  metric synth.yosys.num_cells = 602
INFO  metric seq_area_frac_synth = 43.28%
INFO  metric worst-endpoint-required = 5.95 ns
INFO  metric most-common-layout-cells = sky130_fd_sc_hd__nor2_1, sky130_fd_sc_hd__nand2_1, sky130_fd_sc_hd__dfxtp_1
INFO  metric ys.warnings.count = 1
INFO  metric routed_wire_length_per_instance = 14.47 microns
INFO  metric wire_length_of_the_first_global_routing_pass = around 20000 microns
INFO  metric power_frac_seq = a little under two fifths
INFO  metric cts_tree = yes
INFO  metric power.total = 0.002744 W
INFO  metric dp_hpwl = 8333 microns
INFO  metric worstSkewPairLatency = 0.35 ns
INFO  metric flow.area_growth_from_synthesis = 14.08%
INFO  metric type_of_the_worst_setup_path = register to register
INFO  metric antenna_violations_before_repair = 0
INFO  metric max_clock_freq = 0.3099 GHz
INFO  metric chipWidth = roughly 130 microns
INFO  metric rsz0062_at_grt = false
INFO  metric synth_top_cell_by_area = sky130_fd_sc_hd__dfxtp_1
INFO  metric cts_setup_buffers = 0
INFO  metric global_route.overflow_total = 0
INFO  metric cts_hold_buffers = 0
INFO  metric worstPathArrival = 3.27 ns
INFO  metric synthesized_instance_count = 602
INFO  metric yosys.area.top_type_share = between 20% and 30%
INFO  metric final_hold_viol_count = 0
INFO  metric cell_internal_pwr = 0.001703 W
INFO  metric global_route.usage.total = 14.03%
INFO  metric cts.htree.levels = 3
INFO  metric power.switching_fraction = 37.95%
INFO  metric clk_root_buffer_cell = sky130_fd_sc_hd__clkbuf_16
INFO  metric clkPwrFrac = 24.3%
INFO  metric launching_element_type_of_the_critical_path = register
INFO  metric power.ir.vdd_worst = 0.1915 mV
INFO  metric drcViolationCount = 0
INFO  metric critical_path.max_fanout = 15
INFO  metric critPathCaptureType = register
INFO  metric drtPass1Iterations = 5
INFO  metric finalClockPeriodUsage = a little over half
INFO  metric maxSlewHeadroom = 36.02%
INFO  metric post_cts_resize_count = 0
INFO  metric timing_worst_slew_pin_value = 0.9528 ns
INFO  metric period_needed = 3.227 ns
INFO  metric enable_flop_cells = 32
INFO  metric cap_viol_max_count = 0
INFO  metric finalSetupTns = 0 ns
INFO  metric ioPinCount = 25
INFO  metric rows = 47
INFO  metric routed_wirelength = about 12000 microns
INFO  metric antennaDiodeCount = 0
INFO  metric synthDistinctLibCells = between 60 and 70
INFO  metric clk_path_buf_depth = 2
INFO  metric numCtsBuffers = 9
INFO  metric ys_top_cells_by_area = sky130_fd_sc_hd__dfxtp_1, sky130_fd_sc_hd__edfxtp_1, sky130_fd_sc_hd__nor2_1, sky130_fd_sc_hd__a21oi_1, sky130_fd_sc_hd__nand2_1
INFO  metric core_area = 16820 sq um
INFO  metric final-setup-viol-count = 0
INFO  metric postLayoutCoreUtil = between 30 and 40%
INFO  metric fp-utilization = 31.07%
INFO  metric fp.dieH = 134.0 microns
INFO  metric static-leakage-power = 2.090 nW
INFO  metric finalClockSkew = roughly 0.0043 ns
INFO  metric p_switching = approximately 0.0010 W
INFO  metric cts_num_sinks = about 97
INFO  metric gpl.final_weighted_congestion = about 0.88
INFO  metric gate_power_share = 38.8%
INFO  metric chip_area = roughly 18000 sq um
INFO  metric power.density = 460.3 nW/um^2
INFO  metric synth.ff_latch_count = 97
INFO  metric first_global_vias = ~4000
INFO  metric vias_per_cell = around 5.2
INFO  metric ys_area = 5226 sq um
INFO  metric ant_nets = 0
INFO  metric avgSynthCellArea = 8.681 sq um
-- per-stage QoR --
stage                     hold WS, ns  instances  cell area, sq um  setup WS, ns
after floorplan                0.4179        602              5226         3.548
after global placement         0.4545        816              5619         2.525
after detailed placement       0.4590        816              5619         2.457
after CTS                      0.4741        832              5962         2.725
after global routing           0.4987        832              5962         2.388
final                          0.4696        832              5962         2.673
-- kinds of logic (layout without fill, tap and decap cells) --
group	Yosys count	after routing	synth area share (%)
buf+inv	47	57	3.687
flops	97	97	43.28
xor+xnor	19	19	3.184
fa+ha+maj	11	11	2.633
simple gates	277	277	26.10
compound gates	131	131	16.26
mux	20	20	4.860
-- flip-flops by register name, summed over array words and instances, names as in the netlist --
register and flops:
bit_sample_number 4, tx_cnt 15, uart_tx 1, tx_data_shadow 8
bit_samples 32, tx_state 3, rx_cnt 15, rx_data 8
rx_state 3, tx_bit 3, rx_bit 3, rx_ready 1
rx_error 1
-- final cells by class --
class	instances	area, sq um
clock buffer	9	225.2
fill	1722	10860
sequential	97	2262
tap	220	275.3
clock inverter	7	117.6
inverter	14	52.55
timing repair buffer	27	257.7
multi-input combinational	458	2771
-- path summary, 6_finish.rpt --
kind | to | from | slack, ns | cells past startpoint
hold reg to reg | rx_data[0] | rx_data[0] | 0.47 | 2
hold / removal | rx_data[0] | rx_data[0] | 0.47 | 2
setup reg to reg | bit_samples[7][0] | rx_cnt[0] | 2.67 | 7
setup / recovery | bit_samples[7][0] | rx_cnt[0] | 2.67 | 7
-- power groups by stage --
stage     logic [W]  clock network, W  registers [W]
6_report    0.00106          0.000666        0.00101
5_1_grt     0.00119          0.000710        0.00104
4_1_cts     0.00106          0.000682        0.00101
-- layer usage --
layer	GRT usage (%)	vias up	part of all wire, %
met5	0	-	0
met4	1.578	0	1.5
met3	3.819	14	5.9
met2	20.81	133	45
met1	21.60	2040	48
li1	-	2175	-
-- synth_stat cells, types with 3 or more instances --
cell                        instances
sky130_fd_sc_hd__nand4b_1           3
sky130_fd_sc_hd__nand4_1            7
sky130_fd_sc_hd__and2_1             3
sky130_fd_sc_hd__inv_1             14
sky130_fd_sc_hd__xnor2_1            9
sky130_fd_sc_hd__ha_1              11
sky130_fd_sc_hd__a221oi_1           6
sky130_fd_sc_hd__nor2b_1            7
sky130_fd_sc_hd__mux4_2             4
sky130_fd_sc_hd__nand2b_1          12
sky130_fd_sc_hd__nor2_1            93
sky130_fd_sc_hd__nor3b_1            4
sky130_fd_sc_hd__or2_2              6
sky130_fd_sc_hd__mux2i_1           13
sky130_fd_sc_hd__edfxtp_1          32
sky130_fd_sc_hd__o211ai_1           5
sky130_fd_sc_hd__buf_2              7
sky130_fd_sc_hd__a2111oi_0          3
sky130_fd_sc_hd__dfxtp_1           65
sky130_fd_sc_hd__o22ai_1            6
sky130_fd_sc_hd__nand2_1           68
sky130_fd_sc_hd__a21o_1             3
sky130_fd_sc_hd__a21oi_1           54
sky130_fd_sc_hd__nor4b_1            3
sky130_fd_sc_hd__nand3_1           28
sky130_fd_sc_hd__a211oi_1           7
sky130_fd_sc_hd__mux2_2             3
sky130_fd_sc_hd__and3_1             5
sky130_fd_sc_hd__xor2_1            10
sky130_fd_sc_hd__clkbuf_1          24
sky130_fd_sc_hd__o21ai_0           19
sky130_fd_sc_hd__nor3_1            20
sky130_fd_sc_hd__a311oi_1           7
-- critical path, stage by stage (launching register included) --
cell and delay [ns]:
sky130_fd_sc_hd__dfxtp_1 0.34, sky130_fd_sc_hd__inv_1 0.10, sky130_fd_sc_hd__ha_1 0.21, sky130_fd_sc_hd__nor4b_1 0.31
sky130_fd_sc_hd__nand4_1 0.63, sky130_fd_sc_hd__nor2_1 0.77, sky130_fd_sc_hd__nand3_1 0.33, sky130_fd_sc_hd__nand2_1 0.24
No activity file was given, so power comes from the tool's default toggle rates.
