===== flow/run.sh =====
#!/bin/bash
# OpenROAD 26Q1-2900-gdf79404cd8, Yosys 0.63+post, stock flow scripts
make -C /OpenROAD-flow-scripts/flow DESIGN_CONFIG=/design/flow/config.mk WORK_HOME=/design/flow/orfs finish

===== flow/config.mk =====
export PLATFORM = sky130hd
export DESIGN_NAME = SevenSegmentDriver
export DESIGN_NICKNAME = SevenSegmentDriver
export VERILOG_FILES = /design/flow/design.v
export SDC_FILE = /design/flow/constraint.sdc
export NUM_CORES = 4
export LEC_CHECK = 1
export CORE_UTILIZATION = 50

===== flow/constraint.sdc =====
current_design SevenSegmentDriver

set clk_period 4.5
set clk_io_pct 0.2

create_clock -name clk0 -period $clk_period [get_ports {clk}]

set non_clock_inputs [all_inputs -no_clocks]
set_input_delay [expr $clk_period * $clk_io_pct] -clock clk0 $non_clock_inputs
set_output_delay [expr $clk_period * $clk_io_pct] -clock clk0 [all_outputs]

===== flow/design.v =====
`timescale 1ns / 1ps
module ClockDivider #(
    parameter reg_width = 16             
) (
    input clk,                           
    input [reg_width-1:0] divisor,       
    output div_clk                       
);
reg [reg_width-1:0] cnt = 0;             
assign div_clk = (cnt < (divisor - 1)/2) ? 1'b1 : 1'b0;  
always @(posedge clk) begin
    cnt <= (cnt < divisor - 1) ? cnt + 1 : 0;  
end
endmodule
module FixedClockDivider #(
    parameter divisor = 100000           
) (
    input clk,                           
    output div_clk                       
);
localparam cnt_width = $clog2(divisor);  
reg [cnt_width-1:0] cnt = 0;             
assign div_clk = (cnt < (divisor - 1)/2) ? 1'b1 : 1'b0;  
always @(posedge clk) begin
    cnt <= (cnt < divisor - 1) ? cnt + 1 : 0;  
end
endmodule
`timescale 1ns / 1ps
module HexTo7Seg (
    input [3:0] hex,                     
    output wire [6:0] sseg               
);
localparam [6:0]                         
    HEX_0 = 7'b1111110,
    HEX_1 = 7'b0110000,
    HEX_2 = 7'b1101101,
    HEX_3 = 7'b1111001,
    HEX_4 = 7'b0110011,
    HEX_5 = 7'b1011011,
    HEX_6 = 7'b1011111,
    HEX_7 = 7'b1110000,
    HEX_8 = 7'b1111111,
    HEX_9 = 7'b1111011,
    HEX_A = 7'b1111101,
    HEX_B = 7'b0011111,
    HEX_C = 7'b1001110,
    HEX_D = 7'b0111101,
    HEX_E = 7'b1001111,
    HEX_F = 7'b1000111;
assign sseg =  
    (hex == 4'h0) ? HEX_0 :
    (hex == 4'h1) ? HEX_1 :
    (hex == 4'h2) ? HEX_2 :
    (hex == 4'h3) ? HEX_3 :
    (hex == 4'h4) ? HEX_4 :
    (hex == 4'h5) ? HEX_5 :
    (hex == 4'h6) ? HEX_6 :
    (hex == 4'h7) ? HEX_7 :
    (hex == 4'h8) ? HEX_8 :
    (hex == 4'h9) ? HEX_9 :
    (hex == 4'hA) ? HEX_A :
    (hex == 4'hB) ? HEX_B :
    (hex == 4'hC) ? HEX_C :
    (hex == 4'hD) ? HEX_D :
    (hex == 4'hE) ? HEX_E :
    HEX_F;
endmodule
`timescale 1ns / 1ps
module SevenSegmentDriver (
    input clk,                           
    input reset,                         
    input [31:0] hex,                    
    output [7:0] segment_drivers,        
    output [7:0] segments                
);
localparam [6:0] OFF = 7'b0000000;       
wire [7:0] _segments;  
reg [7:0] _segment_drivers;  
assign _segments[0] = 1'b0;  
wire [6:0] ss1, ss2, ss3, ss4, ss5, ss6, ss7, ss8;  
wire slow_clk;  
assign _segments[7:1] =  
    (reset) ? OFF :
    (_segment_drivers == 8'h01) ? ss1 :
    (_segment_drivers == 8'h02) ? ss2 :
    (_segment_drivers == 8'h04) ? ss3 :
    (_segment_drivers == 8'h08) ? ss4 :
    (_segment_drivers == 8'h10) ? ss5 :
    (_segment_drivers == 8'h20) ? ss6 :
    (_segment_drivers == 8'h40) ? ss7 :
    (_segment_drivers == 8'h80) ? ss8 :
    OFF;
assign segments = ~_segments;  
assign segment_drivers = ~_segment_drivers;  
HexTo7Seg mod_h2ss1 (hex[3:0], ss1);
HexTo7Seg mod_h2ss2 (hex[7:4], ss2);
HexTo7Seg mod_h2ss3 (hex[11:8], ss3);
HexTo7Seg mod_h2ss4 (hex[15:12], ss4);
HexTo7Seg mod_h2ss5 (hex[19:16], ss5);
HexTo7Seg mod_h2ss6 (hex[23:20], ss6);
HexTo7Seg mod_h2ss7 (hex[27:24], ss7);
HexTo7Seg mod_h2ss8 (hex[31:28], ss8);
FixedClockDivider #(.divisor(100000)) mod_clkdiv (clk, slow_clk);  
always @(posedge slow_clk) begin
    if (reset) begin  
        _segment_drivers <= 8'h01;  
    end else begin  
        if (!_segment_drivers) begin  
            _segment_drivers <= 8'h01;  
        end else begin  
            _segment_drivers <= {_segment_drivers[6:0], _segment_drivers[7]};  
        end
    end
end
endmodule

==> results.yml <==
# yosys + openroad results
synth:
  numSynthFlops: 25
  yosysChipArea_um2: 3040
  postSynthSeqShare: 0.165
  async_flop_share: 0
  syn_inst: 469
  synth.avg_cell_area_um2: 6.48
  synth-main-ff-cell: "dfxtp_1"
  synth_warnings: 2
  synth.distinct_cells: 61
  synth-edff-count: 0
  synth_area_um2: 3040
  ys_cells: 469
pwr:
  vdd_ir_drop_max_uv: 193
  leakage_nw: 1.24
  power_density_nw_per_um2: 118
  power_w: 0.000423
worst_setup_path:
  critPathKind: "input port to output pin"
  critPathLaunch: "hex[16]"
  cp_data_arrival_time_ns: 3.38
  max_stage_delay_ns: 0.69
  crit_fanout: 2
  worstPathRequired_ns: 3.60
  r2r_start: "mod_clkdiv.cnt[2]"
  critPathCaptureType: "output pin"
  slowest_stage: "or4b_2"
  crit_chain: "clkdlybuf4s50_1 > or4b_2 > nand4_1 > a21oi_1 > nor3_1 > a21oi_1 > o31ai_1 > clkdlybuf4s50_1"
  worstSetupStartpointType: "input port"
final_timing:
  min_period_ns: 4.28
  fmax_ghz: 0.234
  setup_tns_ns: 0
  whs_ns: 0.474
  max_slew_margin: 0.560
  unclocked_pins: 8
  grt_setup_unrepaired: "false"
  untimed_endpoints: 16
  slew_viol_final: 0
  clock_skew_ns: 0.00226
  hold_viol: 0
  fin_crit_sh: 0.951
  tightest_slew_ns: 0.657
  setup_viol: 0
floorplan:
  die-height_um: 79.9
  ioPinCount: 50
  initial_core_util: 0.516
  row_count: 28
  core_um2: 5890
  die_w_um: 79.9
  dieArea_um2: 6390
placed_design:
  dp_hpwl_um: 5940
  port-buffer-count: 48
  gp_congestion: 0.938
min_path:
  worstHoldPathType: "register to register"
  hp-start: "mod_clkdiv.cnt[0]"
drt:
  route.detailed.drc: 0
  via_per_inst: 5.83
  ant_nets: 0
  routed_wl_um: 7690
  wire_per_inst_um: 13.5
  route.vias.total: 3327
  firstDrtPassIters: 5
  first_iter_violations: 201
  num_antenna_cells: 0
job:
  tool_warnings: 26
  maxCapViolations: 0
clock_tree:
  clkLatencyLatePin_ns: 0.25
  post_cts_resized: 0
  cts_tree: "built"
  h-tree-depth: 1
  cts.reportedPaths.clkPinSlew_ns: 0.06
  cts_buffers: 3
  cts-hold-fix-buffers: 0
  clockBufferDepth: 2
  cts_root_buf: "clkbuf_8"
  cts_setup_buffers: 0
final_layout:
  area_delta_synth_final_pct: 18.2
  drive_gt1_frac: 0.0504
  layout.cells.most_common: "nor2_1"
  most-common-layout-cells: "nor2_1, clkdlybuf4s50_1, a21oi_1"
status:
  status: "finished clean"
global_route:
  grt_pass1_wl_um: 12300
  grt_use_total: 0.244
  grt_max_degree: 17
  antenna_found_initial: 0
  grt_overflow: 0
  grt_pass1_vias: 2638
==> where the power goes <==
part / internal [W] / total [W] / switching (W)
sequential: 0.000151 / 0.000151 / 0
combinational: 0.0000769 / 0.000162 / 0.0000852
clock: 0.0000613 / 0.000111 / 0.0000493
total: 0.000289 / 0.000423 / 0.000134
==> cell usage after synthesis, types with 2 or more instances <==
master / number / area [µm²]
a22oi_1: 3 / 22.5
o21bai_1: 2 / 15.0
a311oi_1: 3 / 26.3
nand3_1: 20 / 100
a21o_1: 2 / 15.0
xor2_1: 8 / 70.1
nand3b_1: 13 / 97.6
xnor2_1: 20 / 175
inv_1: 20 / 75.1
mux2i_1: 4 / 40.0
a211oi_1: 4 / 30.0
o31ai_1: 2 / 15.0
or3b_2: 2 / 17.5
nor3b_1: 7 / 52.6
o21a_1: 4 / 30.0
o211ai_1: 4 / 30.0
nand4_1: 5 / 31.3
and2_1: 6 / 37.5
or4_1: 2 / 15.0
dfxtp_1: 25 / 500
nand4b_1: 2 / 17.5
buf_1: 2 / 7.51
o21ai_1: 2 / 10.0
nor2b_1: 9 / 56.3
nand2_1: 31 / 116
or2_2: 2 / 12.5
o21ai_0: 38 / 190
nor3_1: 13 / 65.1
a311o_1: 2 / 20.0
or3_1: 4 / 25.0
o31a_1: 2 / 17.5
a211o_1: 4 / 35.0
clkbuf_1: 30 / 113
a21oi_1: 45 / 225
o22ai_1: 3 / 18.8
a31oi_1: 11 / 68.8
nand2b_1: 16 / 100
o221ai_1: 7 / 61.3
a221oi_1: 3 / 26.3
nor2_1: 61 / 229
nor4_1: 3 / 18.8
and3_1: 4 / 25.0
==> layout make-up <==
| class | instances | area [µm²] |
|---|---|---|
| Sequential cell | 25 | 500 |
| Inverter | 20 | 75.1 |
| Fill cell | 579 | 2300 |
| Clock buffer | 3 | 41.3 |
| Multi-Input combinational cell | 389 | 2320 |
| Clock inverter | 1 | 5.00 |
| Timing Repair Buffer | 58 | 556 |
| Tap cell | 75 | 93.8 |
==> logic make-up (layout without fill, tap and decap cells) <==
| group | count (synthesis) | count (layout) | synth area share |
|---|---|---|---|
| other | 1 | 1 | 0.00123 |
| multiplexers | 5 | 5 | 0.0169 |
| XOR/XNOR | 28 | 28 | 0.0807 |
| AND/OR/NAND/NOR | 206 | 206 | 0.356 |
| AND-OR/OR-AND | 148 | 148 | 0.304 |
| buffers and inverters | 55 | 82 | 0.0721 |
| flip-flops | 25 | 25 | 0.165 |
| adder cells (fa/ha/maj) | 1 | 1 | 0.00412 |
==> critical path: cells and delay by family <==
kind,cells,cell delay [ns]
AOI/OAI and AO/OA,3,0.40
buffers and inverters,2,0.91
and+or+nand+nor,3,1.16
==> worst paths after layout <==
check                       end  slack (ns)  cells after the start
min reg2reg   mod_clkdiv.cnt[0]        0.47                      1
max reg2reg  mod_clkdiv.cnt[16]        2.53                      7
max                 segments[4]        0.22                      8
min           mod_clkdiv.cnt[0]        0.47                      1
==> metal layers <==
layer / GRT usage / share of wire / vias up / wire [µm]
li1: - / - / 1752 / -
met1: 0.378 / 0.50 / 1500 / 3830
met2: 0.397 / 0.45 / 71 / 3460
met3: 0.00696 / 0.048 / 4 / 366
met4: 0.0179 / 0.0055 / 0 / 42
met5: 0 / 0 / - / 0
==> registers in the layout, summed over array words and instances (netlist names) <==
signal and count:
mod_clkdiv.cnt 17, _segment_drivers 8
==> stage by stage <==
stage	area (µm²)	std cells	worst slack, ns	utilization
after detailed placement	3540	567	0.253	0.602
after CTS	3590	571	0.250	0.610
after global placement	3540	567	0.284	0.602
after global routing	3590	571	0.145	0.610
after floorplan	3040	469	1.44	-
final	3590	571	0.221	0.610
Power figures rest on the tool's default switching activity, not on a simulated workload.
