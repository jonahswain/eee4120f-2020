### design/flow/design.v
`timescale 1ns / 1ps
module ClockDivider #(
    parameter reg_width = 16             
) (
    input clk,                           
    input [reg_width-1:0] divisor,       
    output div_clk                       
);
reg [reg_width-1:0] cnt = 0;             
assign div_clk = (cnt < (divisor - 1)/2) ? 1'b1 : 1'b0;  
always @(posedge clk) begin
    cnt <= (cnt < divisor - 1) ? cnt + 1 : 0;  
end
endmodule
module FixedClockDivider #(
    parameter divisor = 100000           
) (
    input clk,                           
    output div_clk                       
);
localparam cnt_width = $clog2(divisor);  
reg [cnt_width-1:0] cnt = 0;             
assign div_clk = (cnt < (divisor - 1)/2) ? 1'b1 : 1'b0;  
always @(posedge clk) begin
    cnt <= (cnt < divisor - 1) ? cnt + 1 : 0;  
end
endmodule
### design/flow/run.sh
#!/bin/bash
# OpenROAD 26Q1-2900-gdf79404cd8, Yosys 0.63+post, stock flow scripts
make -C /OpenROAD-flow-scripts/flow DESIGN_CONFIG=/design/flow/config.mk WORK_HOME=/design/flow/orfs finish
### design/flow/config.mk
export PLATFORM = sky130hd
export DESIGN_NAME = ClockDivider
export DESIGN_NICKNAME = ClockDivider
export VERILOG_FILES = /design/flow/design.v
export SDC_FILE = /design/flow/constraint.sdc
export NUM_CORES = 4
export LEC_CHECK = 1
export CORE_AREA = 10 10 102 102
export DIE_AREA = 0 0 112 112
### design/flow/constraint.sdc
current_design ClockDivider

set clk_period 5.6
set clk_io_pct 0.2

create_clock -name clk0 -period $clk_period [get_ports {clk}]

set non_clock_inputs [all_inputs -no_clocks]
set_input_delay [expr $clk_period * $clk_io_pct] -clock clk0 $non_clock_inputs
set_output_delay [expr $clk_period * $clk_io_pct] -clock clk0 [all_outputs]
==> results.cfg <==
; generated from flow reports
[routing]
vias = 1350
vias_per_cell = 4.369
drt_iter0_markers = 32
wire_per_inst_um = 11.43
antenna_left = 0
diodes = 0
routed_wl_mm = 3.533
drtPass1Iterations = 4
drcViolationCount = 0

[run]
openroad.warnings = 25
cap_viol_max_count = 0

[synth]
syn_area_per_cell_sq_um = 8.724
synth-compound-area-share = 0.2226
mux_share = 0
yosys_register_bits = 16
yosysChipArea_sq_mm = 0.001597
yosysWarnings = 1
ff_type = dfxtp_1
logic_family = AND-OR/OR-AND gates
synthAdderAreaFrac = 0.2116
netlist.area_leader.share = 0.2116
async_flop_share = 0
synthDistinctLibCells = 42
xor_area_frac = 0.1426
area_leaders = ha_1 (21%), dfxtp_1 (20%), xnor2_1 (8.8%)
edf_count = 0
synthCells = 183
yosysCellCount = 183
yosysSeqAreaShare = 0.2006
synthTopCellsByCount = ha_1 (27), dfxtp_1 (16), xnor2_1 (16), nor2_1 (15), nand3_1 (14)
synthSimpleGateAreaFrac = 0.1912
top_area_cell = ha_1
yosysMostFrequentCell = ha_1
syn_area_sq_mm = 0.001597

[die]
io_pins = 18
die_w_um = 112
fp_util = 0.1943
die_y_um = 112
chipArea_sq_mm = 0.01254
core-area_sq_mm = 0.008217
core.rowCount = 33

[worst_setup_path]
r2r_start = cnt[5]$_SDFF_PP0_
worstPathArrival_ps = 4300
cp_max_fo = 3
reg2reg_setup_slack_ps = 2940
cp-end-kind = primary output
required_ps = 4480
cp-start-kind = input pin
reg2reg_depth = 7
critical_path.reg2reg.endpoint = cnt[1]$_SDFF_PP0_
critical_path_class = in2out

[place]
post-place-ws_ps = 130.7
dp_hpwl_mm = 2.842
gp_congestion = 0.8459
portBuffers = 17

[cts]
clk_pin_slew_ps = 60
cts_setup_buffers = 0
cts_buffer_depth = 2
clk_latency_ps = 250
cts_buffers = 3
htreeDepth = 1
clock_sinks = 16
cts_root_buf = clkbuf_8
cts_tree = yes

[timing]
final.setup.worst_slack_ps = 181.2
drv_slew = 0
fin_crit_sh = 0.9676
hold_viol_final = 0
clock_skew_ps = 2.427
tns_ps = 0
clock.fmax_ghz = 0.1845
slew_headroom = 0.6299
setup_viol = 0
worst_pin_slew_ps = 550.9
holdWs_ps = 504.5
grt_setup_unrepaired = false
period_needed_ps = 5419

[layout]
post-route-util = 0.2397
fillers = 865
regMostFlops = cnt
drive_gt1_frac = 0.1225
largest_register_ff_count = 16
largestRegisters = cnt x16
area_growth_pct = 23.35

[power_and_ir_drop]
switchingPower_mw = 0.2816
vdd_drop_max_uv = 256.7
p_per_area_mw_per_mm2 = 339.7
internal_power_mw = 0.3874
sw_frac_of_total = 0.4210
clockPowerShare = 0.152
seqPwrFrac = 0.350
leakage_nw = 0.7714
p_comb_frac = 0.498

[status]
status = finished clean

[global_routing]
grt_max_degree = 17
grt_overflow = 0
grt_usage = 0.05338
grt_pass1_vias = 1252
antenna_found_initial = 0
grt_pass1_wl_mm = 5.989

[worst_hold_path]
hold_depth = 1
min_path_type = reg2reg
hold_path_startpoint = cnt[0]$_SDFF_PP0_
hold_path_end = cnt[0]$_SDFF_PP0_
## cell type report
cell class / count / area, sq um / share of cell area
multi-input combinational: 159 / 1255 / 0.6372
sequential: 16 / 320.3 / 0.1626
timing repair buffer: 19 / 185.2 / 0.09403
tap: 105 / 131.4 / 0.06671
clock buffer: 4 / 55.05 / 0.02795
inverter: 6 / 22.52 / 0.01144
## metal layers
layer	track usage	part of all wire
met1	0.08059	0.53
met2	0.08081	0.44
met3	0.01031	0.027
met4	0.0008460	0
met5	0	0
## logic make-up after synthesis
kind of cell / Yosys count
and+or+nand+nor: 58
AOI/OAI and AO/OA: 48
adders and majority gates: 27
xor gates and xnor gates: 26
DFF: 16
buffers and inverters: 8
## timing repair
| action | CTS | global route |
|---|---|---|
| hold buffers | 0 | 0 |
| endpoints found under the setup margin | 0 | 1 |
| gates resized | 0 | 5 |
## critical path: stages
cell             delay (ps)
clkdlybuf4s50_1         470
or4_4                   560
or3_1                   350
nor2_1                  120
xnor2_1                 180
ha_1                    290
and4_1                  220
a211oi_1                220
nand2_1                  90
o2bb2ai_1               130
nor2_1                   80
clkdlybuf4s50_1         470
## through the flow
step                cells  instance area, sq um  total power [mW]
floorplan             183                  1597            0.4834
global placement      305                  1886            0.5590
finish                309                  1969            0.6690
CTS                   309                  1941            0.6757
global route          309                  1969            0.7446
detailed placement    305                  1886            0.5692
## how the worst max path moves through the flow
| stage | startpoint | end | slack (ps) |
|---|---|---|---|
| CTS | divisor[2] | div_clk | 110 |
| global route | divisor[11] | div_clk | 6 |
| finish | divisor[11] | div_clk | 180 |
## power groups by stage
stage	clock network, mW	registers, mW	logic, mW
6_report	0.102	0.234	0.333
4_1_cts	0.104	0.236	0.335
5_1_grt	0.110	0.247	0.387
## cells in the final DEF (no fill, tap or decap), drive strengths merged, types with 4 or more instances in the layout
cell and n:
xnor2 16, xor2 10, clkdlybuf4s50 17, nor2 15, nand2 6, ha 27, a21oi 21, nor4 4
inv 6, dfxtp 16, a21o 5, o21ai 7, and3 4, clkbuf 4, nor3 5, nand3 14
Power figures rest on the tool's default switching activity, not on a simulated workload.
